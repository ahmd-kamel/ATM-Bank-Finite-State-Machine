### flow/constraint.sdc
current_design timer

set clk_period 5.0
set clk_io_pct 0.2

create_clock -name clk0 -period $clk_period [get_ports {clk}]

set non_clock_inputs [all_inputs -no_clocks]
set_input_delay [expr $clk_period * $clk_io_pct] -clock clk0 $non_clock_inputs
set_output_delay [expr $clk_period * $clk_io_pct] -clock clk0 [all_outputs]
### flow/config.mk
export PLATFORM = sky130hd
export DESIGN_NAME = timer
export DESIGN_NICKNAME = timer
export VERILOG_FILES = /design/flow/design.v
export SDC_FILE = /design/flow/constraint.sdc
export NUM_CORES = 4
export LEC_CHECK = 1
export CORE_UTILIZATION = 30
### flow/design.v
module timer #(
    parameter width = 32
)(
    input wire clk,
    input wire reset_n,
    input wire start,
    input wire restart,
    input wire [width - 1 : 0] threshold,
    output reg time_out
);
reg [width - 1 : 0] counter;
always @(posedge clk or negedge reset_n) begin
    if (!reset_n) begin
        counter <= 'b0;
        time_out <= 1'b0;
    end
    else if (start) begin
        if (!restart) begin
            counter <= counter + 'b1;
        end
        else begin
            counter <= 'b0;
        end
        if (counter == threshold) begin
            time_out <= 1'b1;
            counter <= 'b0;
        end
        else begin
            time_out <= 1'b0;
        end
    end
    else begin
        counter <= 'b0;
    end
end
endmodule
### flow/run.sh
#!/bin/bash
# OpenROAD 26Q1-2900-gdf79404cd8, Yosys 0.63+post, stock flow scripts
make -C /OpenROAD-flow-scripts/flow DESIGN_CONFIG=/design/flow/config.mk WORK_HOME=/design/flow/orfs finish
==> flow_metrics.tcl <==
# place-and-route summary
set metrics [dict create \
    synth.avg_cell_area_um2 9.69 \
    numCtsBuffers 5 \
    xor_area_share_pct 18.1 \
    p_total_uw 531 \
    pre_cts_ws_ns 2.19 \
    fin_tns_setup_ns 0 \
    rows 30 \
    ios 37 \
    yosys_area_mm2 0.00218 \
    crit_path_start_kind "flip-flop" \
    crit_chain "nand3_1 -> or4_1 -> or4_4 -> a221oi_2" \
    drt_first_iter_violations 104 \
    aoi_share_pct 18.3 \
    critPathCaptureType "flip-flop" \
    ff2ff_setup_slack_ns 2.43 \
    core_area_mm2 0.00691 \
    setup_viol 0 \
    flop_cell "dfrtp_1" \
    port_buffers 36 \
    grt.overflow.total 0 \
    m1WireLength_mm 2.72 \
    cp_data_required_time_ns 5.19 \
    met3WireLength_um 357 \
    arrival_ns 2.77 \
    antenna_found_initial 0 \
    die_w_um 87.2 \
    grt_pass1_vias 1779 \
    grtUsageTotal_pct 16.3 \
    cts_tree "built" \
    slew_headroom_pct 56.2 \
    seq_power_share_pct 50.6 \
    vdd.ir_drop.worst_mv 0.0710 \
    topCombFamilyByArea "simple AND/OR/NAND/NOR gates" \
    post-cts-setup-buffer-count 0 \
    swShare_pct 22.4 \
    power_frac_comb_pct 11.1 \
    syn_area_mm2 0.00218 \
    cpPeakStageDelay_ns 0.87 \
    fin_worst_skew_ns 0.00319 \
    power.internal_uw 412 \
    ys_cells 225 \
    cts_htree_levels 2 \
    drt_pass1_iterations 4 \
    yosysWarningCount 1 \
    min_path_type "flip-flop to flip-flop" \
    crit_end "counter[31]" \
    postSynthSeqShare_pct 37.9 \
    fin_crit_sh_pct 51.5 \
    cts_buffer_depth 2 \
    maxCapViolations 0 \
    tightest_slew_ns 0.655 \
    viasPerCell 5.44 \
    cp_slowest_cell "or4_1" \
    ys_sh_mux_pct 0 \
    drc 0 \
    drt-total-wl_mm 5.69 \
    grt_first_pass_wirelength_mm 9.28 \
    async_flop_share_pct 100 \
    min_period_ns 2.57 \
    fp-utilization_pct 31.6 \
    simple_gate_area_share_pct 20.2 \
    cts_resized 0 \
    hold_viol 0 \
    p_clk_share_pct 38.3 \
    status "finished, final reports clean" \
    stdcell_count 349 \
    reg2reg_from "counter[2]" \
    wl_per_cell_um 16.3 \
    root_buffer "clkbuf_8" \
    rsz0062_at_grt "no" \
    layout-drive-gt1-share_pct 7.11 \
    whs_ns 0.529 \
    worstSetupPathType "flip-flop to flip-flop" \
    met2_length_mm 2.49 \
    gp_congestion 0.859 \
    diodes 0 \
    clock_sinks 33 \
    area_delta_synth_final_pct 24.0 \
    die_y_um 87.2 \
    routed.top_layer "met4" \
    vias 1899 \
    tool_warnings 25 \
    drv_slew 0 \
    grt_max_degree 34 \
    clk_pin_slew_worst_paths_ns 0.07 \
    netlist_instances 225 \
    clk_latency_ns 0.28 \
    synth_flops 33 \
    dieArea_mm2 0.00761 \
    dp_hpwl_mm 3.83 \
    critPathMaxFanout 17 \
    fmaxAchievable_mhz 389 \
    ctsHoldBuffers 0 \
    synth_cell_types 30 \
    adder_share_pct 0.574 \
    critPathLaunch "counter[2]" \
    power_density_mw_per_mm2 196 \
    reg2regPathDepth 4 \
    postRouteAntennaNets 0 \
    synth-edff-count 0 \
    leakage_uw 0.000848 \
    netSwitchingPower_uw 119 \
    rr_endpoint "counter[31]" \
    fin_ws_ns 2.43 \
    dp_cells 342 \
]
state kept, by name, summed over array words and instances (netlist names):
register,flops
time_out,1
counter,32
critical path: cells and delay by family, from the launching register on:
kind / cells / cell delay, ns
compound gates: 1 / 0.24
simple gates: 3 / 1.76
flops: 1 / 0.49
cell type report:
type	instances	area, µm²
clock buffers	7	86.3
inverters	4	15.0
fillers	671	4200
multi-input cells	168	1260
repair buffers	41	398
flip-flops and latches	33	826
well taps	96	120
cells by family after synthesis:
logic type               count (synthesis)
flip-flops                              33
AND/OR/NAND/NOR                         72
AND-OR/OR-AND                           50
adder cells (fa/ha/maj)                  1
XOR/XNOR                                45
buffers and inverters                   24
power by group through the flow:
stage | Combinational, µW | Clock, µW | Sequential (µW)
CTS | 60.4 | 207 | 269
finish | 58.9 | 203 | 269
global route | 63.8 | 216 | 269
cells in the mapped netlist (all sizes together), types with 2 or more instances:
library cell,instances,share of area (%)
or4,14,5.0
clkbuf,13,2.3
buf,7,2.0
o21ai,5,1.1
nor4,3,0.86
inv,4,0.69
o31ai,12,4.1
nor2,2,0.34
nor3,3,0.69
and3,3,0.86
nand3,11,2.5
a211oi,15,5.2
xor2,5,2.0
and4,3,1.2
a221oi,17,7.4
xnor2,40,16
nand2,9,1.5
dfrtp,33,38
nand4,17,5.2
or3,5,1.4
layout by cell type, fill, tap and decap left out, types with 5 or more instances in the layout:
| cell | n |
|---|---|
| a221oi_1 | 15 |
| dfrtp_1 | 33 |
| xnor2_1 | 40 |
| clkbuf_8 | 6 |
| nand2_1 | 9 |
| o31ai_1 | 12 |
| or3_1 | 5 |
| nand3_1 | 11 |
| o21ai_0 | 5 |
| a211oi_1 | 15 |
| buf_4 | 5 |
| xor2_1 | 5 |
| clkdlybuf4s50_1 | 36 |
| or4_1 | 13 |
| nand4_1 | 16 |
per-layer routing:
layer,global-route usage [%],vias up
met2,23.8,58
met5,0,-
met4,2.98,0
met1,26.2,904
met3,3.08,10
li1,-,927
worst min-delay path by stage:
stage	startpoint	endpoint	slack, ns	cells past startpoint
after CTS	counter[0]	counter[0]	0.54	1
after global routing	counter[0]	counter[0]	0.58	1
final	counter[0]	counter[0]	0.53	1
metrics by stage:
stage          cell area, µm²  utilization, %
5_1_grt                  2700            39.1
4_1_cts                  2700            39.1
2_1_floorplan            2180               -
3_5_place_dp             2620            37.9
3_3_place_gp             2620            37.9
6_report                 2700            39.1
Power is estimated from default activity; no workload was simulated.
