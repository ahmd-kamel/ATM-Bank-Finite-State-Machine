==> flow/design.v <==
module card_handling #(
    parameter CARD_WIDTH = 6,
              PASS_WIDTH = 16,
              BLNC_WIDTH = 20,
              USERS_NUMS = 10
)(
    input wire clk,
    input wire reset_n,
    input wire [CARD_WIDTH - 1 : 0] card_no,
    input wire card_in,
    input wire card_out,
    input wire operation_done,
    input wire [BLNC_WIDTH - 1 : 0] update_balance,
    output reg [PASS_WIDTH - 1 : 0] password,
    output reg [BLNC_WIDTH - 1 : 0] balance,
    output reg pass_flag
);
reg [PASS_WIDTH - 1 : 0] passwords_database [USERS_NUMS];
reg [PASS_WIDTH - 1 : 0] balances_database [USERS_NUMS];
always @(posedge clk or negedge reset_n) begin
    if(!reset_n) begin
        pass_flag <= 1'b0;
    end
    else if (card_no < USERS_NUMS) begin
        pass_flag <= card_in;
    end
    else begin
        pass_flag <= pass_flag;
    end
end
always @(posedge clk or negedge reset_n) begin
    if (!reset_n) begin
        password <= 0;
        balance  <= 0;
        balances_database[0]  = 'd2200  ;
        balances_database[1]  = 'd50000 ;
        balances_database[2]  = 'd10000 ;
        balances_database[3]  = 'd200000;
        balances_database[4]  = 'd100000;
        balances_database[5]  = 'd0     ;
        balances_database[6]  = 'd20000 ;
        balances_database[7]  = 'd25000 ;
        balances_database[8]  = 'd40000 ;
        balances_database[9]  = 'd1     ;
        passwords_database[0] = 'b0011_0011_0111_0000;
        passwords_database[1] = 'b0011_0101_0000_0110;
        passwords_database[2] = 'b0100_0000_0111_0110;
        passwords_database[3] = 'b0001_0000_0001_0000;
        passwords_database[4] = 'b0101_0010_1001_1000;
        passwords_database[5] = 'b0110_0110_0011_1001;
        passwords_database[6] = 'b0010_0010_1000_0100;
        passwords_database[7] = 'b1001_0001_0010_0101;
        passwords_database[8] = 'b1000_0110_0101_0111;
        passwords_database[9] = 'b0101_0111_1001_0001;
    end
    else begin
        if (card_in == 1) begin
            if (card_no < USERS_NUMS) begin
                password <= passwords_database[card_no];
                balance <= balances_database[card_no];
            end
            else begin
                password <= 'b0;
                balance  <= 'b0;
            end
        end
        if (operation_done || card_out) begin  
                balances_database[card_no] <= update_balance;
        end
    end
end
endmodule
==> flow/run.sh <==
#!/bin/bash
# OpenROAD 26Q1-2900-gdf79404cd8, Yosys 0.63+post, stock flow scripts
make -C /OpenROAD-flow-scripts/flow DESIGN_CONFIG=/design/flow/config.mk WORK_HOME=/design/flow/orfs finish
==> flow/config.mk <==
export PLATFORM = sky130hd
export DESIGN_NAME = card_handling
export DESIGN_NICKNAME = card_handling
export VERILOG_FILES = /design/flow/design.v
export SDC_FILE = /design/flow/constraint.sdc
export NUM_CORES = 4
export LEC_CHECK = 1
export CORE_UTILIZATION = 40
==> flow/constraint.sdc <==
current_design card_handling

set clk_period 2.5
set clk_io_pct 0.2

create_clock -name clk0 -period $clk_period [get_ports {clk}]

set non_clock_inputs [all_inputs -no_clocks]
set_input_delay [expr $clk_period * $clk_io_pct] -clock clk0 $non_clock_inputs
set_output_delay [expr $clk_period * $clk_io_pct] -clock clk0 [all_outputs]
==> impl_metrics.py <==
# Metrics from the implementation run
metrics = {
    "logic_synthesis": {
        "flop_cell": "dfrtp_1",
        "synth_warnings": 3,
        "synthArstFlopShare": 1.00,
        "synth_cells": 770,
        "top_cells_by_area": "dfrtp_1 (41%), mux2_2 (16%), dfstp_2 (12%)",
        "avgSynthCellArea_um2": 12.0,
        "synth-edff-count": 0,
        "synthDistinctLibCells": 64,
        "ys_cells": 770,
        "synth_top_area_share": 0.409,
        "ys_area_um2": 9240,
        "yosys.area.top_type": "dfrtp_1",
        "netlist_area_um2": 9240,
        "ys_seq_share": 0.525,
        "synth_flops": 192,
    },
    "drt": {
        "dr.pass1.iters": 5,
        "wire_per_inst_um": 21.5,
        "drtIter0Drc": 364,
        "drc_errors": 0,
        "ant_nets": 0,
        "dr_total_vias": 6479,
        "drt_wl_total_mm": 25.1,
        "via_per_inst": 5.56,
    },
    "setup_path": {
        "worstSetupEndpointType": "flop",
        "worst-path-max-fanout": 9,
        "crit_start": "card_no[1]",
        "crit_required_ns": 2.85,
        "path_class": "in -> reg",
        "worstReg2RegStart": "balances_database[1][6]",
        "worst_setup_path_start_kind": "input port",
        "critical_path_arrival_ns": 2.53,
    },
    "place": {
        "hpwl_mm": 17.5,
        "gp_congestion": 0.902,
        "portBuffers": 58,
        "dp_slack_ns": -0.0901,
    },
    "pwr": {
        "irDropWorstVdd_uv": 394,
        "power_switching_mw": 2.16,
        "power_density_nw_per_um2": 747,
        "leakagePower_nw": 4.71,
        "power_frac_seq": 0.502,
        "share_comb_of_total_power": 0.180,
        "swShare": 0.259,
        "pwr-share-clk": 0.318,
        "intPower_mw": 6.19,
    },
    "final_layout": {
        "fillers": 1994,
        "seq_area_um2": 4860,
        "drive_gt1_frac": 0.388,
        "logic_area_um2": 3910,
        "area_delta_synth_final_pct": 21.0,
    },
    "timing": {
        "finalSetupViolCount": 0,
        "max_freq_ghz": 0.458,
        "worst_slack_ns": 0.316,
        "slew-limit-headroom": 0.589,
        "finalSetupTns_ns": 0,
        "min_period_over_period": 0.873,
        "grt_setup_unrepaired": "false",
        "worst_pin_slew_ns": 0.614,
        "hold_slack_ns": 0.0597,
        "fin_skew_ns": 0.00791,
        "hold_viol_final": 0,
        "slew_viol_final": 0,
        "finalCriticalPeriod_ns": 2.18,
    },
    "floorplanning": {
        "rows": 55,
        "die_y_um": 154,
        "die_w_um": 154,
        "fp.coreArea_um2": 22600,
        "dieArea_um2": 23700,
        "io_pins": 68,
        "fp-utilization": 0.408,
    },
    "global_routing": {
        "grt_usage": 0.233,
        "antenna_found_initial": 1,
        "grt_pass1_wl_mm": 39.8,
        "overflow": 0,
        "grt_max_degree": 65,
        "grt_pass1_vias": 6491,
    },
    "cts": {
        "cts-root-buf": "clkbuf_16",
        "cts_buffers": 17,
        "clock_sinks": 192,
        "htree_levels": 4,
        "post_cts_resized": 0,
        "postCtsHoldBufs": 0,
        "cts_tree": "done",
        "clk_latency_ns": 0.43,
        "clk_pin_slew_ns": 0.07,
        "cts_max_path_buffers": 2,
        "cts_setup_buffers": 0,
    },
    "outcome": {
        "outcome": "complete, no violations",
    },
    "flow_run": {
        "maxCapViolations": 0,
        "warnings": 29,
    },
    "worst_hold_path": {
        "worst_hold_path_type": "in -> async",
    },
}
## stage by stage
step / instances / power, mW / cell area, µm² / util
finish: 1166 / 8.35 / 11200 / 0.494
global route: 1165 / 8.77 / 11200 / 0.494
CTS: 1165 / 8.41 / 11200 / 0.494
detailed placement: 1133 / 5.75 / 10600 / 0.468
global placement: 1133 / 5.71 / 10600 / 0.468
floorplan: 774 / 5.18 / 9260 / -
## flip-flops by register name, indices dropped and copies added, names as in the netlist
name               cells
balance               16
pass_flag              1
password              15
balances_database    160
## cells in the mapped netlist (7+ instances only)
| cell type | number |
|---|---|
| mux2_4 | 21 |
| o21ai_0 | 43 |
| nand3_1 | 7 |
| a32oi_1 | 9 |
| dfstp_2 | 41 |
| mux2_2 | 134 |
| o2bb2ai_1 | 8 |
| clkbuf_1 | 20 |
| a221oi_1 | 9 |
| o22ai_1 | 11 |
| a22oi_1 | 19 |
| buf_4 | 17 |
| buf_2 | 25 |
| a21oi_1 | 36 |
| nand2_1 | 39 |
| inv_1 | 21 |
| nor2b_1 | 13 |
| nor2_1 | 31 |
| dfrtp_1 | 151 |
| o211ai_1 | 7 |
| mux2i_1 | 11 |
| nor3_1 | 7 |
## power by group through the flow
stage,Combinational (mW),Clock [mW],Sequential [mW]
finish,1.51,2.66,4.19
global route,1.65,2.84,4.28
CTS,1.51,2.71,4.19
## layer usage
layer  GRT usage  part of all wire  routed length [µm]  vias to the layer above
li1            -                 -                   -                     2983
met5           0           0.00044                  11                        -
met3      0.0781             0.084                2110                       28
met4      0.0395             0.017                 436                        2
met1       0.365              0.46               11600                     3240
met2       0.330              0.43               10900                      226
## area by class of cell
type | count | area share
timing repair buffer | 148 | 0.125
inverter | 22 | 0.00739
tap | 285 | 0.0319
clock inverter | 11 | 0.00951
clock buffer | 21 | 0.0421
antenna | 1 | 0.000224
sequential | 192 | 0.434
multi-input combinational | 486 | 0.349
## cell families after synthesis
family	share of synthesized area
AND-OR/OR-AND	0.140
XOR/XNOR	0.00190
buffers and inverters	0.0546
flip-flops	0.525
multiplexers	0.209
other	0.000406
AND/OR/NAND/NOR	0.0688
## layout by cell type (no fill, tap or decap), types with 12 or more instances in the layout
cell type	instances
buf_12	12
clkdlybuf4s50_1	55
a22oi_1	19
clkbuf_16	17
nor2_1	30
mux2_2	134
mux2_4	21
dfrtp_1	151
buf_4	78
inv_1	21
nand2_1	39
nor2b_1	13
dfstp_2	41
o21ai_0	43
a21oi_1	36
## final timing paths
| path | endpoint | slack [ns] | depth (start not counted) |
|---|---|---|---|
| setup / recovery | balance[9] | 0.32 | 8 |
| max in group asynchronous | balances_database[7][3] | 1.69 | 2 |
| hold / removal | balances_database[5][7] | 0.06 | 1 |
| setup reg to reg | balance[6] | 1.01 | 5 |
| hold reg to reg | password[1] | 0.48 | 2 |
| min in group clk0 | password[1] | 0.48 | 2 |
## critical path, cell delays in order
cell and delay (ns):
clkdlybuf4s50_1 0.66, inv_1 0.12, buf_4 0.20, nor2_1 0.46, buf_4 0.22, a22o_1 0.12
a21oi_1 0.08, a32oi_1 0.18
Power is estimated from default activity; no workload was simulated.
